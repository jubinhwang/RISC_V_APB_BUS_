==> design/flow/design.v <==
`timescale 1ns / 1ps
module APB_Slave (
    input  logic        PCLK,
    input  logic        PRESET,
    input  logic [ 3:0] PADDR,
    input  logic        PWRITE,
    input  logic        PSEL,
    input  logic        PENABLE,
    input  logic [31:0] PWDATA,
    output logic [31:0] PRDATA,
    output logic        PREADY
);
    logic [31:0] slv_reg0, slv_reg1, slv_reg2, slv_reg3;
    always_ff @(posedge PCLK, posedge PRESET) begin
        if (PRESET) begin
            slv_reg0 <= 0;
            slv_reg1 <= 0;
            slv_reg2 <= 0;
            slv_reg3 <= 0;
        end else begin
            PREADY <= 1'b0;
            if (PSEL & PENABLE) begin
                PREADY <= 1'b1;
                if (PWRITE) begin
                    case (PADDR[3:2])
                        2'd0: slv_reg0 <= PWDATA;
                        2'd1: slv_reg1 <= PWDATA;
                        2'd2: slv_reg2 <= PWDATA;
                        2'd3: slv_reg3 <= PWDATA;
                    endcase
                end else begin
                    case (PADDR[3:2])
                        2'd0: PRDATA <= slv_reg0;
                        2'd1: PRDATA <= slv_reg1;
                        2'd2: PRDATA <= slv_reg2;
                        2'd3: PRDATA <= slv_reg3;
                    endcase
                end
            end
        end
    end
endmodule
==> design/flow/run.sh <==
#!/bin/bash
# OpenROAD 26Q1-2900-gdf79404cd8, Yosys 0.63+post, stock flow scripts
make -C /OpenROAD-flow-scripts/flow DESIGN_CONFIG=/design/flow/config.mk WORK_HOME=/design/flow/orfs finish
==> design/flow/config.mk <==
export PLATFORM = sky130hd
export DESIGN_NAME = APB_Slave
export DESIGN_NICKNAME = APB_Slave
export VERILOG_FILES = /design/flow/design.v
export SDC_FILE = /design/flow/constraint.sdc
export NUM_CORES = 4
export LEC_CHECK = 1
export CORE_UTILIZATION = 40
==> design/flow/constraint.sdc <==
current_design APB_Slave

set clk_period 1.5
set clk_io_pct 0.2

create_clock -name clk0 -period $clk_period [get_ports {PCLK}]

set non_clock_inputs [all_inputs -no_clocks]
set_input_delay [expr $clk_period * $clk_io_pct] -clock clk0 $non_clock_inputs
set_output_delay [expr $clk_period * $clk_io_pct] -clock clk0 [all_outputs]
==> flow.log <==
[flow] summary of implementation run
[metrics] Largest stage delay, worst path: 0.48 ns
[metrics] leading cell types in the layout, fill and taps excluded: 128 x sky130_fd_sc_hd__dfrtp_1, 96 x sky130_fd_sc_hd__mux2_2, 33 x sky130_fd_sc_hd__edfxtp_1, 33 x sky130_fd_sc_hd__clkdlybuf4s50_1, 32 x sky130_fd_sc_hd__mux4_2
[metrics] PwrDens: 1370 mW/mm^2
[metrics] min cycle time layout: 1.40 ns
[metrics] sequence of cells on the critical path: dlygate4sd2_1 -> nand3_2 -> or3b_4 -> bufbuf_16 -> mux2_4
[metrics] final routed wirelength across all metal layers: 13200 microns
[metrics] number of top-level pins: 74
[metrics] share of the cycle needed by the critical path after routing: 0.933
[metrics] area occupied by multi-input gates: 0.00236 sq mm
[metrics] die outline height: 131 microns
[metrics] number of failing hold endpoints at the final stage: 0
[metrics] Power Total: 11.8 mW
[metrics] hold wc startpoint: PENABLE
[metrics] WP data required: 1.80 ns
[metrics] Critical Path Fanout Max: 5
[metrics] clock-pin slew on the worst setup and hold paths: 0.06 ns
[metrics] Core Area: 0.0161 sq mm
[metrics] non-filler instance count after layout: 680
[metrics] cells in synth_stat.txt: 350
[metrics] total of flip-flops plus latches after synthesis: 161
[metrics] master cell of the clock root buffer: sky130_fd_sc_hd__clkbuf_16
[metrics] area of all sequential standard cells: 0.00419 sq mm
[metrics] Tool Warnings: 28
[metrics] post-layout utilization of the core: 0.534
[metrics] startpoint type of the worst setup path: input port
[metrics] number of setup violations in the final report: 0
[metrics] data arrival time of the critical path: 1.70 ns
[metrics] number of hold buffers added after CTS: 0
[metrics] global placement routability congestion: 0.739
[metrics] placement-stage worst setup slack: -0.555 ns
[metrics] final worst-path setup slack: 0.0999 ns
[metrics] launching point of the worst reg2reg path: slv_reg3[17]
[metrics] Syn-to-layout area delta: 28.8%
[metrics] worst skew pair latency: 0.42 ns
[metrics] first-pass GRT wire length: 21400 microns
[metrics] Chip Area: 0.0172 sq mm
[metrics] cell count after placement: 642
[metrics] Critical Path Sink Type: register
[metrics] Synth warnings: 1
[metrics] vias per inst: 5.12
[metrics] DP Wirelength: 7930 microns
[metrics] CP Buf/Inv Count: 2
[metrics] syn_area_per_cell: 19.0 sq um
[metrics] count of unique library cells instantiated by Yosys: 16
[metrics] post-synth area from yosys stat: 0.00666 sq mm
[metrics] post-synthesis sequential area ratio: 0.630
[metrics] clock tree from TritonCTS: done
[metrics] Crit. Startpoint: PSEL
[metrics] DRT Pass-1 Iters: 2
[metrics] top cell family by delay on the critical path: simple AND/OR/NAND/NOR gates
[metrics] run status: finished, final reports clean
[metrics] count of mapped cells out of synthesis: 350
[metrics] number of antenna violations at the first check in global routing: 0
[metrics] routed via count: 3483
[metrics] TritonCTS buffer count: 17
[metrics] number of remaining DRC errors: 0
[metrics] worst clock skew on the final layout: 0.0119 ns
[metrics] post-DR wirelength/cell: 19.4 microns
[metrics] Post-Syn Area: 0.00666 sq mm
[metrics] global-route usage over all layers: 0.179
[metrics] DRT iter0 DRCs: 123
[metrics] fill cell count: 1263
[metrics] Max Cap Violations: 0
[metrics] number of sinks handled by clock tree synthesis: 161
[metrics] slowest cell on the critical path: sky130_fd_sc_hd__or3b_4
[metrics] num rows: 46
[metrics] setup repair after global routing missed its margin: no
[metrics] class of the worst hold path: input port to register
[metrics] total grt overflow: 0
[metrics] buffer depth of the longest clock path: 2
[metrics] Setup Crit Path Kind: input port to register
[metrics] final-report max-slew violation count: 0
[metrics] H-tree levels: 4
[metrics] via count of the first global-routing pass: 3880
[metrics] Tightest Pin Transition: 0.439 ns
[metrics] most numerous logic cell after layout: sky130_fd_sc_hd__dfrtp_1
[metrics] antenna-violating nets left: 0
[metrics] Buffers on Ports: 71
[metrics] floorplan die width: 131 microns
[metrics] leakage power: 3.72 nW
[metrics] highest achievable clock rate: 0.714 GHz
[metrics] Setup Total Neg Slack: 0 ns
[metrics] Starting Density: 0.415
[metrics] worst relative slew slack: 0.707
[metrics] maximum number of pins on one net before global-route repair: 81
[metrics] layout cells sized above 1: 0.481
[metrics] Inserted Diodes: 0
[metrics] Worst IR Drop VDD: 859 uV
==> final timing paths <==
path	to	slack [ns]	cells after the start
max in group asynchronous	slv_reg0[12]	0.61	4
max	slv_reg1[22]	0.1	5
min	PREADY	0.38	2
min in group asynchronous	slv_reg1[2]	0.49	4
min reg2reg	slv_reg0[10]	0.48	1
max reg2reg	PRDATA[17]	0.38	1
==> cell type report <==
type	count	share of cell area
inverter	1	0.000875
sequential	161	0.489
clock buffer	26	0.0559
multi-input combinational	167	0.276
clock inverter	6	0.0121
tap	216	0.0315
timing repair buffer	103	0.135
==> layer usage <==
| metal | track usage | vias up | wire [microns] |
|---|---|---|---|
| met5 | 0 | - | 0 |
| met4 | 0.0223 | 0 | 176 |
| met3 | 0.0589 | 15 | 865 |
| met2 | 0.286 | 96 | 6520 |
| met1 | 0.262 | 1840 | 5670 |
| li1 | - | 1532 | - |
==> logic make-up (layout without fill, tap and decap cells) <==
logic type	Yosys count	after routing	synth area share
buffers and inverters	22	136	0.0192
DFF	161	161	0.630
muxes	160	160	0.342
and+or+nand+nor	7	7	0.00921
==> power by group <==
part           switching (mW)  internal (mW)  leakage (nW)
Clock                    1.58           2.70         0.284
Combinational           0.505           1.22          1.56
Sequential              0.391           5.37          1.87
Total                    2.48           9.29          3.72
==> what timing repair did <==
action,CTS,global route
setup endpoints to repair,110,5
setup buffers,2,0
resized,44,5
cloned,4,0
pin swaps,2,0
==> state kept, by name, indices dropped and copies added (netlist names) <==
name      cells
PRDATA       32
slv_reg3     32
PREADY        1
slv_reg2     32
slv_reg1     32
slv_reg0     32
==> cells in the mapped netlist <==
cell type	count	area (sq um)
sky130_fd_sc_hd__dfrtp_1	128	3200
sky130_fd_sc_hd__mux2_2	96	1080
sky130_fd_sc_hd__edfxtp_1	33	991
sky130_fd_sc_hd__mux4_2	32	721
sky130_fd_sc_hd__mux2_4	30	450
sky130_fd_sc_hd__buf_2	18	90.1
sky130_fd_sc_hd__buf_6	3	33.8
sky130_fd_sc_hd__mux2_1	2	22.5
sky130_fd_sc_hd__and2_1	1	6.26
sky130_fd_sc_hd__inv_1	1	3.75
sky130_fd_sc_hd__nand3_2	1	10.0
sky130_fd_sc_hd__nand4_1	1	6.26
sky130_fd_sc_hd__nor3_2	1	10.0
sky130_fd_sc_hd__nor3b_1	1	7.51
sky130_fd_sc_hd__nor3b_2	1	12.5
sky130_fd_sc_hd__or3b_1	1	8.76
==> per-stage QoR <==
step                hold slack (ns)  cell area, sq um
floorplan                     0.435              6720
global placement              0.469              7890
detailed placement            0.474              7890
CTS                           0.364              8560
global route                  0.365              8580
finish                        0.385              8580
Power figures rest on the tool's default switching activity, not on a simulated workload.
